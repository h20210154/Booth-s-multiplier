==> /design/flow/design.v <==
module shiftreg (dout, din, s_in, clk, ld, clr, shft);
input s_in, clr, ld, shft, clk;
input [15:0]din;
output reg [15:0]dout;
always@ (posedge clk) 
begin
    if (clr)
        dout <= 0;
    else if(ld)
        dout <= din;
    else if (shft)
        dout <= {s_in,dout[15:1]};
end
endmodule
==> /design/flow/run.sh <==
#!/bin/bash
# OpenROAD 26Q1-2900-gdf79404cd8, Yosys 0.63+post, stock flow scripts
make -C /OpenROAD-flow-scripts/flow DESIGN_CONFIG=/design/flow/config.mk WORK_HOME=/design/flow/orfs finish
==> /design/flow/config.mk <==
export PLATFORM = sky130hd
export DESIGN_NAME = shiftreg
export DESIGN_NICKNAME = shiftreg
export VERILOG_FILES = /design/flow/design.v
export SDC_FILE = /design/flow/constraint.sdc
export NUM_CORES = 4
export LEC_CHECK = 1
export CORE_AREA = 10 10 96 96
export DIE_AREA = 0 0 106 106
==> /design/flow/constraint.sdc <==
current_design shiftreg

set clk_period 1.7
set clk_io_pct 0.2

create_clock -name clk0 -period $clk_period [get_ports {clk}]

set non_clock_inputs [all_inputs -no_clocks]
set_input_delay [expr $clk_period * $clk_io_pct] -clock clk0 $non_clock_inputs
set_output_delay [expr $clk_period * $clk_io_pct] -clock clk0 [all_outputs]
==> results.md <==
| Step | Parameter | Reported |
|:---|:---|:---|
| setup path | Cell with the largest stage delay on the worst path | clkdlybuf4s50_1 |
| clock tree | Resize count post-CTS | 0 |
| placed design | HPWL after detailed placement | 1894 um |
| layout | Most frequently placed logic cell in the final layout | clkdlybuf4s50_1 |
| sta | Final setup violating endpoints | 0 |
| synthesis | Main logic family after synthesis | AND-OR/OR-AND gates |
| synthesis | Sequential-to-total area share from yosys stat | 39.75% |
| layout | Register with the most flip-flops | dout |
| clock tree | Inserted Clock Buffers | 3 |
| synthesis | Gate count after technology mapping | 71 |
| setup path | Reg-to-Reg Start | dout[1] |
| floorplanning | Area of the core | 7214 um2 |
| sta | Worst slew slack as a fraction of its limit | 54.63% |
| synthesis | Complex-gate fraction of the synthesized area | 21.12% |
| clock tree | H-Tree Level Count | 1 |
| detailed routing | Mean number of vias per cell | 3.150 |
| setup path | Critical path startpoint | dout[3] |
| global routing | Pin count of the biggest net entering global routing | 17 |
| detailed routing | Post-detailed-routing wire length | 2433 um |
| floorplanning | Number of placed I/O pins | 37 |
| layout | Fillers | 817 |
| global routing | Grt total ovfl | 0 |
| setup path | Data required time at the worst endpoint | 1.36 ns |
| setup path | Critical Setup Path Class | flip-flop to output port |
| sta | Setup Skew | 0.001469 ns |
| synthesis | Flops out of synthesis | 16 |
| floorplanning | Die outline height | 106 um |
| setup path | R2R depth | 2 |
| setup path | Slowest cell delay on critical path | 0.51 ns |
| placed design | Routability-driven placement congestion ratio | 0.6993 |
| layout | Share of the core filled with cells in the final layout | 18.23% |
| clock tree | Clk sink count | 16 |
| global routing | All-layer global routing usage | 4.237% |
| placed design | Port Buffer Count | 36 |
| global routing | Wire length of the first global-routing pass | 3912 um |
| floorplanning | Effective utilization at floorplan | 11.17% |
| layout | Fraction of final layout cells sized beyond drive strength 1 | 14.95% |
| sta | Maximum operating frequency | 0.6879 GHz |
| synthesis | Top cell type's share of synthesized area | 39.75% |
| layout | Commonest non-fill, non-tap cells in the layout | clkdlybuf4s50_1 (36), mux2i_1 (16), nor2b_1 (16), dfxtp_1 (16), a211oi_2 (10) |
| hold path | Path class of the lowest-slack min-delay path | flip-flop to flip-flop |
| setup path | Number of buffers and inverters on the critical path | 1 |
| floorplanning | Count of standard-cell rows | 31 |
| clock tree | Clock buffer depth | 2 |
| power and ir drop | Power density over cell area | 690.0 nW/um2 |
| setup path | Arrival time at the worst endpoint | 1.11 ns |
| detailed routing | Detailed-route DRC error count | 0 |
| setup path | Worst setup SP type | flip-flop |
| setup path | Critical path peak fanout | 3 |
| global routing | Number of antenna violations at the first check in global routing | 0 |
| synthesis | Post-Synth Adder-Cell Area | 0% |
| sta | Shortest clock period the worst path allows after layout | 1.454 ns |
| synthesis | Synthesized area | 805.8 um2 |
| clock tree | CTS tree | yes |
| detailed routing | Iteration count of the initial detailed-routing pass | 4 |
| power and ir drop | Cell leakage power | 0.0004678 uW |
| sta | Final Cycle Share | 85.52% |
| detailed routing | Antenna diode count | 0 |
| placed design | Placed instance area | 1274 um2 |
| setup path | Critical Path End | dout[3] |
| sta | Worst hold-check slack | 0.5590 ns |
| synthesis | XOR Share, Synth | 0% |
| sta | Setup TNS Final | 0 ns |
| synthesis | Synth top area cells | dfxtp_1 (40%), mux2i_1 (20%), a211oi_2 (16%), nor2b_1 (12%), a211oi_1 (5.6%) |
| layout | Area overhead of the layout relative to synthesis | 63.20% |
| sta | Slew at the pin closest to its max-slew limit | 0.6798 ns |
| power and ir drop | Post-layout power | 907.4 uW |
| synthesis | Tally of yosys warning messages | 1 |
| setup path | CP Depth | 1 |
| synthesis | Number of distinct library cells after synthesis | 12 |
| synthesis | Cell type with the largest total area after synthesis | dfxtp_1 |
| flow run | Number of warnings in the stage logs | 25 |
| clock tree | Clock edge transition at the registers on the reported setup and hold paths | 0.06 ns |
| floorplanning | Total Die Area | 11240 um2 |
| detailed routing | Count of nets left with antenna violations after detail routing | 0 |
| status | Outcome | completed |
| detailed routing | Vias post-DR | 649 |
| detailed routing | Detailed Route Iter0 Violations | 15 |
| synthesis | Mean area per synthesized cell | 11.35 um2 |
| sta | RSZ-0062 raised after global routing | false |
| setup path | Cell-by-cell listing of the critical path | clkdlybuf4s50_1 |
| setup path | Reg-to-reg slack, setup | 0.94 ns |
| power and ir drop | Worst ir drop on vdd | 0.1425 mV |
| flow run | Max-cap check violation count | 0 |
| clock tree | Post-cts hold buffer count | 0 |
| sta | Number of hold-slack violations in the final timing report | 0 |
| clock tree | Post-CTS Repair Setup Buffers | 0 |
| layout | Registers with the most flip-flops | dout: 16 flops |
| layout | Number of flip-flops in the largest register | 16 |
| clock tree | Insertion delay of the later-clocked pin in the worst-skew pair | 0.24 ns |
| setup path | Cell family contributing the most delay on the critical path | buffers and inverters |
| clock tree | Clk root buf | clkbuf_8 |
| setup path | Worst setup EP type | output port |
| global routing | Via count of the first global-routing pass | 743 |
| setup path | Endpoint of the most critical register-to-register path | dout[0] |
| synthesis | And+or+nand+nor area frac | 12.42% |
| synthesis | Synthesis area per yosys | 805.8 um2 |
| synthesis | Mux share of post-synthesis cell area | 19.88% |
| synthesis | Ys cells | 71 |
| sta | Number of pins exceeding their max-slew limit in the final report | 0 |
| layout | Final instance area | 1315 um2 |
| detailed routing | Routed length per placed instance | 11.81 um |
| floorplanning | Horizontal die dimension | 106 um |
## metal layers
layer	global-route usage (%)	vias to the layer above	wire, um
li1	-	328	-
met1	4.811	298	954
met2	7.465	21	1263
met3	1.407	2	168
met4	1.064	0	47
met5	0	-	0
## worst register-to-register path, cell delays in order, from the launching register on
cell      delay (ns)
dfxtp_1         0.36
mux2i_1         0.09
a211oi_1        0.23
## report_power, final
part / switching, uW / internal, uW
sequential: 20.8 / 404
combinational: 68.1 / 136
clock: 122 / 157
## cell usage after synthesis
cell      count
dfxtp_1      16
mux2i_1      16
nor2b_1      16
a211oi_2     10
a211oi_1      6
buf_1         1
buf_12        1
buf_2         1
buf_4         1
buf_6         1
clkbuf_1      1
inv_1         1
## final cells by class
| type | instances | area (um2) | share of cell area, % |
|---|---|---|---|
| inverter | 1 | 3.754 | 0.2854 |
| sequential | 16 | 320.3 | 24.36 |
| multi-input combinational | 48 | 430.4 | 32.73 |
| timing repair buffer | 39 | 395.4 | 30.07 |
| clock buffer | 3 | 41.29 | 3.140 |
| tap | 99 | 123.9 | 9.420 |
## how the worst min path moves through the flow
stage	startpoint	endpoint	slack (ns)	cells past startpoint
CTS	dout[0]	dout[0]	0.56	2
global route	dout[0]	dout[0]	0.60	2
finish	dout[0]	dout[0]	0.56	2
## stage by stage
stage / setup slack [ns] / cells
3_5_place_dp: 0.09975 / 203
4_1_cts: 0.2283 / 206
5_1_grt: 0.1722 / 206
6_report: 0.2462 / 206
3_3_place_gp: 0.1225 / 203
2_1_floorplan: 0.7000 / 71
## cells by family after synthesis
family,after synthesis
buffers and inverters,7
multiplexers,16
AND-OR/OR-AND,16
flip-flops,16
AND/OR/NAND/NOR,16
Power and IR drop assume default switching activity.
