File: flow/run.sh
#!/bin/bash
# OpenROAD 26Q1-2900-gdf79404cd8, Yosys 0.63+post, stock flow scripts
make -C /OpenROAD-flow-scripts/flow DESIGN_CONFIG=/design/flow/config.mk WORK_HOME=/design/flow/orfs finish
File: flow/config.mk
export PLATFORM = sky130hd
export DESIGN_NAME = adder
export DESIGN_NICKNAME = adder
export VERILOG_FILES = /design/flow/design.v
export SDC_FILE = /design/flow/constraint.sdc
export NUM_CORES = 4
export LEC_CHECK = 1
export CORE_AREA = 10 10 82 82
export DIE_AREA = 0 0 92 92
File: flow/constraint.sdc
current_design adder

set clk_period 19.9
set clk_io_pct 0.2

create_clock -name clk0 -period $clk_period

set non_clock_inputs [all_inputs -no_clocks]
set_input_delay [expr $clk_period * $clk_io_pct] -clock clk0 $non_clock_inputs
set_output_delay [expr $clk_period * $clk_io_pct] -clock clk0 [all_outputs]
File: flow/design.v
module adder (dout, a, b, addsub);
input [15:0]a,b;
input addsub;
output reg [15:0]dout;
always@(*)
begin
    if (addsub == 0)
    dout = a - b;
    else 
    dout = a+b;
end
endmodule
==> run_results.csv <==
group,metric,value,unit
run_status,status,"completed",
detailed_routing,vias_per_cell,4.48,
synth,ys_sh_aoi,28.0,%
die,core.rowCount,26,
die,core_util_floorplan,21.2,%
pwr,power.total,66.4,µW
synth,synth_area,0.00108,mm²
placement,place_inst,268,
cts,post_cts_buffers,0,
detailed_routing,drt-total-wl,3250,µm
pwr,comb_power_share,100.0,%
final_layout,flop_area,0,µm²
final_layout,flops,0,
die,die_y,92,µm
worst_setup_path,crit_type,"in2out",
pwr,clkPwrFrac,0,%
die,ios,49,
synth,mux_share,1.05,%
sta,hold_ws,8.99,ns
grt,grt_max_degree,16,
worst_setup_path,cp_data_arrival_time,7.56,ns
placement,portBuffers,49,
sta,finalClockPeriodUsage,58.0,%
pwr,leakage,0.663,nW
grt,grt_pass1_wl,5550,µm
grt,antenna_found_initial,0,
final_layout,fin_cells,268,
detailed_routing,antenna_left,0,
synth,yosys-top-cells-count,"a21oi_1 (19), ha_1 (19), nor2_1 (15), xor2_1 (15)",
synth,ys_top_logic_family,"AND-OR/OR-AND gates",
placement,hpwl,3020,µm
sta,rsz0062_at_grt,"no",
detailed_routing,first_pass_iters,4,
pwr,power-per-cell-area,40.2,mW/mm²
synth,ys_cells,150,
placement,place_area,0.00165,mm²
synth,syn-instance-count,150,
detailed_routing,routedWlPerCell,12.1,µm
final_layout,final_area,0.00165,mm²
sta,tightest_slew,0.546,ns
sta,slew_viol_final,0,
die,chipArea,0.00846,mm²
worst_setup_path,crit_fanout,5,
synth,yosys_area,0.00108,mm²
worst_setup_path,worstPathRequired,15.92,ns
detailed_routing,drt-initial-drc-count,62,
synth,synth.distinct_cells,34,
cts,ctsResizeCount,0,
die,die_w,92,µm
placement,place.gp.congestion,0.944,
grt,grtUsageTotal,7.61,%
worst_setup_path,critPathCaptureType,"output port",
pwr,max-vdd-ir-drop,9.55,µV
die,coreArea,0.00507,mm²
synth,syn_avg_cell_area,7.17,µm²
sta,setup_slack,8.36,ns
final_layout,area_growth,53.4,%
worst_setup_path,critPathLaunchType,"input port",
pwr,power.switching,26.9,µW
worst_hold_path,hp-class,"in2out",
synth,top_area_share,22.1,%
synth,top_cells_by_area,"ha_1 (22%), xor2_1 (12%), xnor2_1 (9.0%)",
pwr,internal-power,39.5,µW
sta,fmax,86.6,MHz
sta,final.setup.tns,0,ns
detailed_routing,via_count,1201,
job,cap_violations,0,
placement,dp_slack,8.33,ns
cts,ctsHoldBuffers,0,
sta,setup_viol,0,
synth,yosysTopAreaCell,"ha_1",
final_layout,fin_util,32.5,%
final_layout,fill_cells,568,
detailed_routing,diodes,0,
synth,xor_area_share,22.7,%
final_layout,clkbuf_count,0,
detailed_routing,remaining_drc_errors,0,
grt,first_global_vias,1187,
grt,globalRouteOverflowTotal,0,
sta,finalHoldViolCount,0,
pwr,pwr-share-seq,0,%
synth,simple_gate_share,20.8,%
synth,synth_seq_share,0,%
sta,relSlewSlack,63.0,%
synth,ys_warn_count,1,
sta,min_period,11.54,ns
synth,ys_sh_adder,24.0,%
pwr,sw_frac_of_total,40.5,%
final_layout,drive_gt1_share,4.55,%
job,warnings,35,
==> logic make-up after synthesis <==
kind of cell | count (synthesis)
buffers and inverters | 10
xor gates and xnor gates | 27
muxes | 1
and+or+nand+nor | 44
AOI/OAI and AO/OA | 48
adders and majority gates | 20
==> power groups by stage <==
stage / Sequential (mW) / Combinational [mW] / Clock (mW)
after CTS: 0 / 0.0681 / 0
after global routing: 0 / 0.0746 / 0
final: 0 / 0.0664 / 0
==> critical path, stage by stage <==
cell,delay (ns)
clkdlybuf4s50_1,0.46
or4_4,0.59
nor4b_4,0.33
nor2_1,0.09
xnor2_1,0.15
ha_1,0.37
a21oi_1,0.19
o21ai_0,0.13
a211oi_1,0.26
o21bai_1,0.08
a211oi_1,0.29
xnor2_1,0.15
clkdlybuf4s50_1,0.48
==> path summary, 6_finish.rpt <==
| check | cells after the start | end | slack, ns | startpoint |
|---|---|---|---|---|
| worst min-delay path | 3 | dout[0] | 8.99 | a[0] |
| worst max-delay path | 13 | dout[14] | 8.36 | b[5] |
==> cell type report <==
class	count	area [µm²]	share of cell area [%]
multi-input combinational	140	1040	62.9
timing repair buffer	49	490	29.7
inverter	9	33.8	2.05
tap	70	87.6	5.31
==> metal layers <==
metal	global-route usage, %	wire, µm	vias to the layer above
met5	0	0	-
met4	0	0	0
met3	1.07	117	0
met2	13.5	1630	25
met1	10.1	1500	533
li1	-	-	643
==> placed cells by master (no fill, tap or decap), drive strengths merged <==
cell type,Yosys,routed
nor4,2,2
mux2,1,1
inv,9,9
o21bai,3,3
and2b,1,1
nor4b,1,1
o311ai,1,1
xor2,15,15
or2,1,1
a31oi,2,2
nor2,15,15
a21o,1,1
o21a,1,1
a211oi,5,5
a21oi,20,20
fa,1,1
ha,19,19
o31a,1,1
o211a,1,1
xnor2,12,12
nand2b,1,1
o211ai,2,2
or4,1,1
clkdlybuf4s50,0,49
nand3,3,3
o21ai,9,9
nor3,6,6
nand2,11,11
a2111oi,2,2
and2,1,1
nor2b,1,1
Power figures rest on the tool's default switching activity, not on a simulated workload.
