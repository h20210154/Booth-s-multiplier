## ./run.sh

```bash
#!/bin/bash
# OpenROAD 26Q1-2900-gdf79404cd8, Yosys 0.63+post, stock flow scripts
make -C /OpenROAD-flow-scripts/flow DESIGN_CONFIG=/design/flow/config.mk WORK_HOME=/design/flow/orfs finish
```

## ./config.mk

```make
export PLATFORM = sky130hd
export DESIGN_NAME = fsm
export DESIGN_NICKNAME = fsm
export VERILOG_FILES = /design/flow/design.v
export SDC_FILE = /design/flow/constraint.sdc
export NUM_CORES = 4
export LEC_CHECK = 1
export CORE_AREA = 10 10 70 70
export DIE_AREA = 0 0 80 80
```

## ./constraint.sdc

```tcl
current_design fsm

set clk_period 2.2
set clk_io_pct 0.2

create_clock -name clk0 -period $clk_period [get_ports {clk}]

set non_clock_inputs [all_inputs -no_clocks]
set_input_delay [expr $clk_period * $clk_io_pct] -clock clk0 $non_clock_inputs
set_output_delay [expr $clk_period * $clk_io_pct] -clock clk0 [all_outputs]
```

## ./design.v

```verilog
module fsm(state, loadA,clrA,shftA,loadQ,clrQ,shftQ,loadM,clrff,addsub,decr,ldcnt,done,clk,q0,qm1,start,eqz);
    input clk,q0,qm1,start,eqz;
    output reg loadA,clrA,shftA,loadQ,clrQ,shftQ,loadM,clrff,addsub,decr,ldcnt,done;
    output reg [2:0]state;
    parameter S0=3'b000,S1=3'b001,S2=3'b010,S3=3'b011,S4=3'b100,S5=3'b101, S6=3'b110;
    always @(posedge clk)
    begin
         case (state)
            S0: if(start) state<=S1;
            S1: state <= S2;
            S2: if ({q0,qm1} == 2'b01) state <= S3;
                else if({q0,qm1} == 2'b10) state <= S4;
                else state <= S5;
            S3: state <= S5;
            S4: state <= S6;
            S5: #2 if(({q0,qm1} == 2'b01) && !eqz) state <= S3;
                    else if (({q0,qm1} == 2'b10) && !eqz) state <= S4;
                    else if (eqz) state <= S6;
            S6: state <= S6;
            default: state <= S0;
         endcase
    end
always@(state)
begin
    case (state)
        S0: begin clrA=0; loadA=0; shftA=0; clrQ=0; loadQ=0; shftQ=0; loadM=0; clrff=0; done=0; addsub=0; end
        S1: begin clrA=1; clrff=1; loadM=1; ldcnt=1; end
        S2: begin clrA=0; loadM=0;  clrff=0; loadQ = 1; end
        S3: begin loadQ=0; loadA=1; addsub=1; shftA=0; shftQ=0; decr=0; end
        S4: begin loadQ=0; loadA=1; addsub=0; shftA=0; shftQ=0; decr=0;   end
        S5: begin shftA=1; shftQ=1; loadA=0; loadQ=0; decr=1; end
        S6: begin done =1;   end
        default: begin  clrA=0; shftA=0; loadQ=0; shftQ=0;   end
    endcase
end
endmodule
```

==> flow_metrics.tcl <==
# flow metrics
set metrics [dict create \
    yosysTopAreaCellShare_pct 20.69 \
    untimed_endpoints 18 \
    die_x_microns 80 \
    layout.cells.non_filler 122 \
    finalWeightedCongestion 0.7492 \
    power.density_mw_per_mm2 1154 \
    first_pass_iters 4 \
    leakagePower_nw 0.3062 \
    worstSkewPairLatency_ns 0.23 \
    yosys_cells 62 \
    drc 0 \
    warnings 25 \
    vdd_drop_max_v 0.0003924 \
    via_per_inst 3.500 \
    core_area_sq_mm 0.003416 \
    die_h_microns 80 \
    first_global_vias 423 \
    via_count 427 \
    wirelength_mm 1.124 \
    numCtsBuffers 3 \
    whs_ns 0.9138 \
    ios 20 \
    crit_family "flip-flops" \
    grt_max_degree 17 \
    slowest_stage "edfxtp_1" \
    cts_max_level 1 \
    crit_chain "clkdlybuf4s50_1" \
    crit_type "flop to output pin" \
    grt_usage_pct 3.517 \
    dp_slack_ns 0.3823 \
    final_util_pct 20.73 \
    post_dp_cell_area_sq_um 681.9 \
    power_mw 0.8173 \
    start_kind "flop" \
    drive_above_1_share_pct 9.211 \
    post_cts_resized 0 \
    outcome "completed" \
    crit_buf_inv 1 \
    initial_core_util_pct 14.87 \
    ys_warn_count 1 \
    ant_nets 0 \
    cts.clk_slew.worst_paths_ns 0.04 \
    setup_viol_count_final 0 \
    finalCritPeriodShare_pct 85.29 \
    cts_root_buffer "clkbuf_4" \
    lay_top_cells "17 x clkdlybuf4s50_1, 9 x nand2_1, 7 x dlxtn_1, 4 x nand2b_1, 4 x nor2_1" \
    synth.distinct_cells 30 \
    fin_tns_setup_ns 0 \
    wl_per_cell_microns 9.213 \
    endpoint_kind "output pin" \
    synth_cells 62 \
    layout_setup_ws_ns 0.3236 \
    design_area_sq_um 708.2 \
    synth_flop_count 11 \
    grt_pass1_wl_mm 1.876 \
    cts_hold_buf 0 \
    dp_cells 118 \
    io_buffers 17 \
    hold_viol 0 \
    synth_chip_area_sq_um 508.0 \
    cts_setup_buffers 0 \
    overflow 0 \
    cts_tree "done" \
    worstPathMaxFanout 16 \
    insertedDiodeCount 0 \
    unclocked_pins 8 \
    synthTopCellsByArea "dlxtn_1 21%, edfxtp_1 18%, buf_4 7.4%" \
    synth_area_sq_um 508.0 \
    rsz0062_at_grt "no" \
    lay_top_count "clkdlybuf4s50_1" \
    dieArea_sq_mm 0.006400 \
    cts_buffer_depth 2 \
    fin_skew_ns 0.0008685 \
    slew_violations 0 \
    top_area_cell "dlxtn_1" \
    cap_violations 0 \
    clock.fmax_mhz 532.9 \
    synth_area_per_cell_sq_um 8.193 \
    num_rows 21 \
    antenna_found_initial 0 \
    cp_data_arrival_time_ns 1.44 \
    hold_path.class "flop to flop" \
    required_ns 1.76 \
    dp_hpwl_microns 909.2 \
    crit_path_max_incr_delay_ns 0.64 \
    area_growth_pct 39.41 \
    drt_iter0_drc 28 \
    min_period_ns 1.876 \
]
[final cells by class]
class | count | area, sq um
inverter | 4 | 15.01
multi-input combinational | 40 | 229.0
sequential | 11 | 210.2
tap | 46 | 57.56
timing repair buffer | 17 | 170.2
fill | 383 | 2708
clock buffer | 4 | 26.28
[layer usage]
metal	routed length, microns	vias up	global-route usage, %
li1	-	225	-
met1	494	184	4.189
met2	483	18	5.538
met3	146	0	1.705
met4	0	0	0.8803
met5	0	-	0
[path summary, 6_finish.rpt]
path | start | end | slack (ns) | cells past startpoint
max | state[0] | state[0] | 0.32 | 1
min | state[2] | state[2] | 0.91 | 1
max reg2reg | state[2] | state[0] | 0.69 | 3
min reg2reg | state[2] | state[2] | 0.91 | 1
[flip-flops by register name, summed over array words and instances (netlist names)]
name and count:
state 3, addsub 1, clrA 1, clrff 1
decr 1, done 1, loadA 1, loadQ 1
shftA 1
[synthesized netlist by cell type]
library cell,instances
o21ai_1,1
or2_1,1
nor3_1,1
nor3b_1,1
nor2b_1,2
o21ai_0,2
and2_1,1
nor2_1,4
edfxtp_1,3
a211oi_1,2
inv_2,1
a31o_1,1
nor2b_2,1
o21bai_1,1
nand2_2,1
buf_4,5
dlxtn_1,7
a211o_1,1
nand2b_1,4
nor4_2,1
buf_2,1
or3_1,1
buf_6,1
conb_1,2
and2b_1,1
inv_1,3
nand2_1,9
a22o_1,1
dlxtp_1,1
a21oi_1,1
[power by group]
group | switching [mW] | leakage [nW] | internal (mW)
Combinational | 0.138 | 0.198 | 0.242
Sequential | 0.114 | 0.0929 | 0.226
Clock | 0.0285 | 0.0150 | 0.0680
Total | 0.281 | 0.306 | 0.537
[logic make-up (layout without fill, tap and decap cells)]
logic type             after synthesis  count (layout)  synth area share, %
AND/OR/NAND/NOR                     28              28                30.05
buffers and inverters               11              25                13.55
latches                              8               8                23.64
flip-flops                           3               3                17.73
other                                2               2                1.478
AND-OR/OR-AND                       10              10                13.55
No activity file was given, so power comes from the tool's default toggle rates.
